**/design/flow/run.sh**
```bash
#!/bin/bash
# OpenROAD 26Q1-2900-gdf79404cd8, Yosys 0.63+post, stock flow scripts
make -C /OpenROAD-flow-scripts/flow DESIGN_CONFIG=/design/flow/config.mk WORK_HOME=/design/flow/orfs finish
```
**/design/flow/config.mk**
```make
export PLATFORM = sky130hd
export DESIGN_NAME = SEG7
export DESIGN_NICKNAME = SEG7
export VERILOG_FILES = /design/flow/design.v
export SDC_FILE = /design/flow/constraint.sdc
export NUM_CORES = 4
export LEC_CHECK = 1
export CORE_AREA = 10 10 107 107
export DIE_AREA = 0 0 117 117
```
**/design/flow/constraint.sdc**
```tcl
current_design SEG7

set clk_period 2.7
set clk_io_pct 0.2

create_clock -name clk0 -period $clk_period [get_ports {clk}]

set non_clock_inputs [all_inputs -no_clocks]
set_input_delay [expr $clk_period * $clk_io_pct] -clock clk0 $non_clock_inputs
set_output_delay [expr $clk_period * $clk_io_pct] -clock clk0 [all_outputs]
```
**/design/flow/design.v**
```verilog
`timescale 1ns / 1ps
module SEG7(
    input [3:0] dig0,
    input [3:0] dig1,
    input [3:0] dig2,
    input [3:0] dig3,
    input [3:0] dp,
    input clk,
    output [7:0] seg_n,
    output [3:0] dig_n
    );
    reg [15:0] cnt;
    reg [1:0] dig_mux;
    always @(posedge clk)
    begin
        if (cnt==0)
            begin
                dig_mux <= dig_mux + 1;
            end
        cnt <= cnt+1;
    end
    reg [3:0] dig_dec;
    reg [3:0] sel_dig;
    always @(*)
    begin
        case (dig_mux)
            2'b00 : begin
                        dig_dec <= ~4'b0001;
                        sel_dig <= dig0;
                    end
            2'b01 : begin
                        dig_dec <= ~4'b0010;
                        sel_dig <= dig1;
                    end
            2'b10 : begin
                        dig_dec <= ~4'b0100;
                        sel_dig <= dig2;
                    end
            2'b11 : begin
                        dig_dec <= ~4'b1000;
                        sel_dig <= dig3;
                    end
        endcase
    end
    reg [6:0] seg_out;
    always @(*)
    begin
        case (sel_dig)
            4'h0 : seg_out <= 7'b1000000;
            4'h1 : seg_out <= 7'b1111001;
            4'h2 : seg_out <= 7'b0100100;
            4'h3 : seg_out <= 7'b0110000;
            4'h4 : seg_out <= 7'b0011001;
            4'h5 : seg_out <= 7'b0010010;
            4'h6 : seg_out <= 7'b0000010;
            4'h7 : seg_out <= 7'b1111000;
            4'h8 : seg_out <= 7'b0000000;
            4'h9 : seg_out <= 7'b0010000;
            4'ha : seg_out <= 7'b0001000;
            4'hb : seg_out <= 7'b0000011;
            4'hc : seg_out <= 7'b1000110;
            4'hd : seg_out <= 7'b0100001;
            4'he : seg_out <= 7'b0000110;
            4'hf : seg_out <= 7'b0001110;
        endcase
    end
    assign seg_n[6:0] = seg_out;
    assign seg_n[7] = ~dp[dig_mux];
    assign dig_n = dig_dec;
endmodule
```
==> flow_metrics.env <==
# implementation run metrics
export IMPL_most_numerous_logic_cell_after_layout="sky130_fd_sc_hd__clkdlybuf4s50_1"
export IMPL_ys_top_cells_by_area="sky130_fd_sc_hd__dfxtp_1 28%, sky130_fd_sc_hd__ha_1 13%, sky130_fd_sc_hd__mux2i_1 7.8%, sky130_fd_sc_hd__xnor2_1 6.8%, sky130_fd_sc_hd__edfxtp_1 5.2%"
export IMPL_synth_stat_cells=122
export IMPL_synth_area_um2=1150
export IMPL_worstPathMaxFanout=4
export IMPL_finalSetupViolations=7
export IMPL_min_delay_worst_endpoint="cnt[0]"
export IMPL_worst_slew_margin_rel_pct=70.0
export IMPL_synth_area_yosys_um2=1150
export IMPL_ctsLongestPathBuffers=2
export IMPL_capturing_point_of_the_worst_reg2reg_path="cnt[15]"
export IMPL_io_pin_count=33
export IMPL_cts_buffers_inserted=3
export IMPL_chipWidth_um=117
export IMPL_reg2regPathDepth=4
export IMPL_h_tree_depth=1
export IMPL_placement_setup_worst_slack_ps=-482
export IMPL_slowest_stage_delay_on_critical_path_ps=510
export IMPL_insertion_delay_ps=250
export IMPL_failing_checks="setup timing"
export IMPL_drt_iter0_drcs=44
export IMPL_ys_dominant_reg_cell="sky130_fd_sc_hd__dfxtp_1"
export IMPL_synth_cells=122
export IMPL_p_per_area_nw_per_um2=262
export IMPL_ys_warnings_count=1
export IMPL_yosys_area_top_type="sky130_fd_sc_hd__dfxtp_1"
export IMPL_mostFrequentLayoutCells="25 x sky130_fd_sc_hd__clkdlybuf4s50_1, 21 x sky130_fd_sc_hd__buf_4, 16 x sky130_fd_sc_hd__dfxtp_1"
export IMPL_worst_endpoint_arrival_ps=2370
export IMPL_cts_reportedPaths_clkPinSlew_ps=60
export IMPL_edf_count=2
export IMPL_clock_sinks=18
export IMPL_grt_antenna_before_repair=0
export IMPL_skew_ps=2.15
export IMPL_async_reset_ff_share_pct=0
export IMPL_synthDistinctLibCells=32
export IMPL_endpoint_kind="primary output"
export IMPL_grt_first_pass_wirelength_um=5090
export IMPL_top_cell_type_s_share_of_synthesized_area_pct=27.8
export IMPL_grt_use_total_pct=4.41
export IMPL_finalHoldViolations=0
export IMPL_ir_drop_uv=147
export IMPL_avgRoutedWirePerCell_um=10.0
export IMPL_cts_hold_repair_buffers=0
export IMPL_floorplanUtilization_pct=12.5
export IMPL_antenna_violating_nets_post_route=0
export IMPL_antennaDiodeCount=0
export IMPL_vias_in_the_first_global_route=1058
export IMPL_post_route_drc_count=0
export IMPL_leakagePower_nw=0.862
export IMPL_grt_start_max_net_pins=11
export IMPL_viasPerCell=3.60
export IMPL_grt_setup_unrepaired="true"
export IMPL_areaGrowthSynthToFinish_pct=81.5
export IMPL_fin_crit_sh_pct=108
export IMPL_vertical_die_size_um=117
export IMPL_post_route_util_pct=22.7
export IMPL_route_final_wire_length_um=3030
export IMPL_max_slew_worst_pin_slew_ps=446
export IMPL_final_min_clock_period_ps=2910
export IMPL_worstReg2RegStart="cnt[3]"
export IMPL_fp_dieArea_um2=13700
export IMPL_cts_root_buf="sky130_fd_sc_hd__clkbuf_8"
export IMPL_crit_path_cells="ha_4, buf_12, a22oi_2, nand2_1, mux2i_2, inv_2, buf_6, ha_4, or3_1, o21ai_1, buf_2"
export IMPL_timing_hold_worst_class="reg -> reg"
export IMPL_clock_fmax_ghz=0.344
export IMPL_finalWorstSetupSlack_ps=-211
export IMPL_routabilityCongestion=0.806
export IMPL_ys_flops=18
export IMPL_coreArea_um2=9200
export IMPL_beginning_of_the_worst_hold_path="cnt[0]"
export IMPL_area_combinational_um2=856
export IMPL_cap_violations=0
export IMPL_placement_io_buffers=32
export IMPL_path_common_cell="sky130_fd_sc_hd__ha_4"
export IMPL_clock_tree_from_tritoncts="yes"
export IMPL_fp_row_count=35
export IMPL_globalRouteOverflowTotal=0
export IMPL_critical_path_required_time_ps=2160
export IMPL_area_sequential_um2=380
export IMPL_syn_mean_instance_area_um2=9.44
export IMPL_critPathSlowestCell="sky130_fd_sc_hd__edfxtp_1"
export IMPL_vias=1087
export IMPL_hold_path_cell_count=1
export IMPL_fill_cells=948
export IMPL_layout_drive_gt1_share_pct=38.2
export IMPL_number_of_warnings_in_the_stage_logs=36
export IMPL_r2r_slack_ps=1250
export IMPL_seq_area_frac_synth_pct=33.0
export IMPL_crit_path_start_kind="register"
export IMPL_status="complete, but fails checks"
export IMPL_dp_hpwl_um=2120
export IMPL_worst_setup_path_type="reg -> out"
export IMPL_maxSlewViolCount=0
export IMPL_drt_pass1_iterations=4
## kinds of logic after synthesis
kind of cell	synth area share, %
AOI/OAI and AO/OA	7.17
xor gates and xnor gates	11.4
adders and majority gates	13.0
buffers and inverters	6.19
DFF	33.0
muxes	11.7
and+or+nand+nor	17.4
## critical path: cells and delay by family, from the launching register on
family	cells	cell delay, ps
flops	1	510
buf+inv	4	460
fa+ha+maj	2	370
simple gates	2	370
compound gates	2	210
mux	1	200
## power breakdown
group | switching (mW) | leakage [nW] | internal (mW)
Sequential | 0 | 0.152 | 0.270
Combinational | 0.0326 | 0.687 | 0.0652
Clock | 0.0796 | 0.0231 | 0.101
Total | 0.112 | 0.862 | 0.436
## synthesized netlist by cell type (3+ instances only)
cell type                  number
sky130_fd_sc_hd__ha_1          12
sky130_fd_sc_hd__inv_1         15
sky130_fd_sc_hd__mux2i_1        9
sky130_fd_sc_hd__xor2_1         6
sky130_fd_sc_hd__a222oi_1       3
sky130_fd_sc_hd__o22ai_1        4
sky130_fd_sc_hd__xnor2_1        9
sky130_fd_sc_hd__dfxtp_1       16
sky130_fd_sc_hd__nand4_1        3
sky130_fd_sc_hd__nand2_1       11
sky130_fd_sc_hd__nor2_1         6
sky130_fd_sc_hd__nand3_1        3
## metrics by stage
step	TNS (ps)	instance area [um^2]	power [mW]	instances	hold WS (ps)
2_1_floorplan	0	1150	0.297	122	393
3_3_place_gp	-3120	1720	0.353	280	404
3_5_place_dp	-3090	1720	0.353	280	412
4_1_cts	-948	2070	0.554	299	427
5_1_grt	-2000	2090	0.579	302	447
6_report	-1120	2090	0.548	302	426
## area by class of cell
type / count / share of cell area, %
inverters: 16 / 2.99
repair buffers: 66 / 29.0
well taps: 111 / 6.65
clock inverters: 1 / 0.180
clock buffers: 3 / 1.98
multi-input cells: 87 / 41.0
flip-flops and latches: 18 / 18.2
## sequential cells by signal, indices dropped and copies added, names as in the netlist
signal,flops
cnt,16
dig_mux,2
## worst max path at each step
stage	start	end	slack [ps]	depth (start not counted)
after global routing	dig_mux[1]	seg_n[4]	-370	11
after CTS	dig_mux[1]	seg_n[4]	-210	11
final	dig_mux[1]	seg_n[4]	-210	11
## metal layers
| layer | track usage, % | routed length [um] | vias to the layer above |
|---|---|---|---|
| met5 | 0 | 0 | - |
| met1 | 6.15 | 1520 | 492 |
| li1 | - | - | 565 |
| met2 | 6.49 | 1200 | 30 |
| met3 | 1.91 | 310 | 0 |
| met4 | 0.247 | 0 | 0 |
## what timing repair did
action / in CTS / in global routing
pin swaps: 17 / 6
endpoints found under the setup margin: 7 / 7
resized: 66 / 0
buffers inserted: 17 / 3
No activity file was given, so power comes from the tool's default toggle rates.
