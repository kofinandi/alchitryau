File: flow/config.mk
export PLATFORM = sky130hd
export DESIGN_NAME = BTD
export DESIGN_NICKNAME = BTD
export VERILOG_FILES = /design/flow/design.v
export SDC_FILE = /design/flow/constraint.sdc
export NUM_CORES = 4
export LEC_CHECK = 1
export CORE_UTILIZATION = 30
File: flow/constraint.sdc
current_design BTD

set clk_period 6.5
set clk_io_pct 0.2

create_clock -name clk0 -period $clk_period [get_ports {clk}]

set non_clock_inputs [all_inputs -no_clocks]
set_input_delay [expr $clk_period * $clk_io_pct] -clock clk0 $non_clock_inputs
set_output_delay [expr $clk_period * $clk_io_pct] -clock clk0 [all_outputs]
File: flow/design.v
`timescale 1ns / 1ps
module BTD(
    input clk,
    input wire [13:0] binary_in,
    output reg [3:0] dig0,
    output reg [3:0] dig1,
    output reg [3:0] dig2,
    output reg [3:0] dig3
    );
    parameter INIT = 2'b00;
    parameter A = 2'b01;
    parameter B = 2'b10;
    parameter C = 2'b11;
    reg [1:0] state;
    reg [13:0] convert;
    reg [3:0] dig1_cnt;
    reg [3:0] dig2_cnt;
    reg [3:0] dig3_cnt;
    wire gt_1000 = (convert >= 14'd1000);
    wire gt_100 = (convert >= 14'd100);
    wire gt_10 = (convert >= 14'd10);
    always @(posedge clk)
    begin
        case (state)
            INIT : 
                begin
                    convert <= binary_in;
                    dig1_cnt <= 4'b0000;
                    dig2_cnt <= 4'b0000;
                    dig3_cnt <= 4'b0000;
                    state <= A;
                end
            A : 
                begin
                    if (gt_1000)
                        begin
                            convert <= convert - 14'd1000;
                            dig3_cnt <= dig3_cnt + 1;
                            state <= A;
                        end
                    else
                        state <= B;
                end
            B : 
                begin
                    if (gt_100)
                        begin
                            convert <= convert - 14'd100;
                            dig2_cnt <= dig2_cnt + 1;
                            state <= B;
                        end
                    else
                        state <= C;
                end
            C : 
                begin
                    if (gt_10)
                        begin
                            convert <= convert - 14'd10;
                            dig1_cnt <= dig1_cnt + 1;
                            state <= C;
                        end
                    else
                        begin
                            state <= INIT;
                            dig0 <= convert;
                            dig1 <= dig1_cnt;
                            dig2 <= dig2_cnt;
                            dig3 <= dig3_cnt;
                        end
                end
        endcase
    end
endmodule
File: flow/run.sh
#!/bin/bash
# OpenROAD 26Q1-2900-gdf79404cd8, Yosys 0.63+post, stock flow scripts
make -C /OpenROAD-flow-scripts/flow DESIGN_CONFIG=/design/flow/config.mk WORK_HOME=/design/flow/orfs finish
==> results.sh <==
# source this file to load flow results
export IMPL_status="complete, no violations"
export IMPL_min_path_cells=0
export IMPL_r2r_slack_ns=3.59
export IMPL_flop_cell="edfxtp_1"
export IMPL_whs_endpoint="dig1[3]$_DFFE_PP_"
export IMPL_cts_resized=0
export IMPL_p_int_mw=0.865
export IMPL_ys_area_sq_um=2710
export IMPL_n_antenna_cell=0
export IMPL_finClkSkew_ns=0.00867
export IMPL_relSlewSlack_pct=48.9
export IMPL_coreArea_sq_um=8720
export IMPL_overflow=0
export IMPL_grt_pass1_vias=1924
export IMPL_fin_setup_tns_ns=0
export IMPL_max_cap_viol_count=0
export IMPL_ys_warn_count=1
export IMPL_r2r_start="convert[2]$_DFFE_PP_"
export IMPL_warning_count=32
export IMPL_clock_sinks=44
export IMPL_drt_initial_drc_count=119
export IMPL_synthCells=260
export IMPL_cts_buffers=5
export IMPL_drv_slew=0
export IMPL_hold_path_class="reg -> reg"
export IMPL_grt_max_degree=20
export IMPL_grt_first_pass_wirelength_mm=9.61
export IMPL_fp_util_pct=31.1
export IMPL_path_class="reg -> reg"
export IMPL_p_total_mw=1.51
export IMPL_ff2ff_path_depth=8
export IMPL_finalHoldViolCount=0
export IMPL_hold_start="dig1_cnt[3]$_SDFFCE_PN0P_"
export IMPL_drc_errors=0
export IMPL_final_cells=391
export IMPL_yosys_top_cells_count="42 x edfxtp_1, 26 x nor2_1, 17 x a21oi_1, 17 x xnor2_1"
export IMPL_numPortBuffers=30
export IMPL_syn_area_sq_um=2710
export IMPL_worstPathMaxFanout=11
export IMPL_synth_seq_share_pct=48.0
export IMPL_dpl_cell_count=384
export IMPL_routed_via_density=5.23
export IMPL_ant_nets=0
export IMPL_dieHeight_um=97.1
export IMPL_clock_fmax_ghz=0.343
export IMPL_irDropWorstVdd_v=0.000189
export IMPL_wire_per_inst_um=14.6
export IMPL_final_area_sq_um=3180
export IMPL_period_needed_ns=2.91
export IMPL_p_sw_mw=0.647
export IMPL_top_area_cell="edfxtp_1"
export IMPL_cts_setup_buffers=0
export IMPL_reg2reg_to="convert[10]$_DFFE_PP_"
export IMPL_n_fill_cell=851
export IMPL_combPwrFrac_pct=47.6
export IMPL_ys_types=49
export IMPL_clk_pin_slew_ns=0.09
export IMPL_postSynth_asyncResetShare_pct=0
export IMPL_drive_above_1_share_pct=6.36
export IMPL_numSynthFlops=44
export IMPL_grt_antenna_before_repair=0
export IMPL_h_tree_depth=2
export IMPL_cts_root_buffer="clkbuf_8"
export IMPL_ys_cells=260
export IMPL_grt_setup_unrepaired="no"
export IMPL_pre_cts_ws_ns=3.64
export IMPL_cp_end_kind="register"
export IMPL_p_seq_share_pct=41.5
export IMPL_worst_slew_pin_slew_ns=0.767
export IMPL_num_rows=34
export IMPL_clock_path_buffers=2
export IMPL_wirelength_mm=5.71
export IMPL_crit_arrival_ns=2.90
export IMPL_worst_ep_required_time_ns=6.49
export IMPL_whs_ns=0.482
export IMPL_most_common_cell="edfxtp_1"
export IMPL_placed_cell_area_sq_um=3100
export IMPL_vias=2043
export IMPL_cts_hold_buffers_added=0
export IMPL_syn_mean_instance_area_sq_um=10.4
export IMPL_p_clk_share_pct=10.9
export IMPL_fin_util_pct=36.5
export IMPL_fin_ws_ns=3.59
export IMPL_post_route_period_util_pct=44.8
export IMPL_cts_tree="yes"
export IMPL_chipArea_sq_um=9430
export IMPL_area_growth_syn_to_layout_pct=17.3
export IMPL_grtUsageTotal_pct=12.9
export IMPL_clk_latency_ns=0.29
export IMPL_edf_count=42
export IMPL_ios=31
export IMPL_synth_top_area_share_pct=46.5
export IMPL_critPathLaunchType="register"
export IMPL_gp_congestion=0.885
export IMPL_setup_viol=0
export IMPL_p_per_area_nw_per_um2=475
export IMPL_die_w_um=97.1
export IMPL_switching_share_pct=42.8
export IMPL_power_leakage_nw=1.10
export IMPL_place_detailed_hpwl_mm=3.93
export IMPL_drtPass1Iterations=4
export IMPL_area_leaders="edfxtp_1 46%, ha_1 6.5%, xnor2_1 5.5%"
-- kinds of logic after synthesis --
logic type / count (synthesis) / share of synthesized area [%]
flip-flops: 44 / 48.0
adder cells (fa/ha/maj): 14 / 6.46
AND/OR/NAND/NOR: 82 / 16.3
multiplexers: 1 / 0.415
AND-OR/OR-AND: 58 / 14.8
buffers and inverters: 33 / 5.03
XOR/XNOR: 28 / 9.04
-- per-layer routing --
metal	GRT usage [%]	up-vias	wire length, um
li1	-	1002	-
met1	19.9	958	2590
met2	20.4	79	2610
met3	2.56	4	467
met4	1.15	0	38
met5	0	-	0
-- power by group through the flow --
stage         combinational [mW]  clock (mW)  sequential (mW)
CTS                        0.723       0.174            0.624
finish                     0.719       0.165            0.627
global route               0.818       0.183            0.650
-- final cells by class --
type	count	area, sq um	share of cell area [%]
Sequential cell	44	1300	40.9
Inverter	14	52.6	1.65
Timing Repair Buffer	35	338	10.6
Multi-Input combinational cell	183	1270	40.1
Tap cell	108	135	4.25
Clock inverter	2	12.5	0.393
Clock buffer	5	68.8	2.16
-- critical path, stage by stage, from the launching register on --
cell and delay, ns:
edfxtp_1 0.51, inv_1 0.18, ha_1 0.23, or3b_1 0.37, a311o_1 0.39, and3_4 0.20
or3_4 0.38, nor2_1 0.11, buf_4 0.23
-- how the worst max path moves through the flow --
stage,from,endpoint,slack (ns),depth (start not counted)
CTS,convert[2]$_DFFE_PP_,convert[10]$_DFFE_PP_,3.60,8
global route,convert[2]$_DFFE_PP_,convert[4]$_DFFE_PP_,3.44,8
finish,convert[2]$_DFFE_PP_,convert[10]$_DFFE_PP_,3.59,8
-- flip-flops by register name, summed over array words and instances (netlist names) --
register and count:
convert 14, dig0 4, dig1 4, dig1_cnt 4, dig2 4, dig2_cnt 4, dig3 4, dig3_cnt 4
state 2
-- cells in the final DEF, fill, tap and decap left out, types with 2 or more instances in the layout --
| cell type | synthesis | final |
|---|---|---|
| edfxtp_1 | 42 | 42 |
| clkdlybuf4s50_1 | 0 | 30 |
| nor2_1 | 26 | 26 |
| a21oi_1 | 17 | 17 |
| xnor2_1 | 17 | 17 |
| inv_1 | 14 | 14 |
| nand2_1 | 14 | 14 |
| ha_1 | 14 | 14 |
| xor2_1 | 11 | 11 |
| o21ai_0 | 9 | 9 |
| and2_1 | 7 | 7 |
| nand3_1 | 5 | 5 |
| clkbuf_8 | 0 | 5 |
| buf_4 | 1 | 5 |
| nor4_1 | 4 | 4 |
| a2111oi_0 | 4 | 4 |
| nand2b_1 | 4 | 4 |
| a2bb2oi_1 | 4 | 4 |
| nand4_1 | 3 | 3 |
| a211oi_1 | 3 | 3 |
| nor2b_1 | 3 | 3 |
| a22oi_1 | 3 | 3 |
| a222oi_1 | 3 | 3 |
| nor3_1 | 3 | 3 |
| or4_1 | 3 | 3 |
| o22ai_1 | 2 | 2 |
| a31oi_1 | 2 | 2 |
| o31ai_1 | 2 | 2 |
| a221oi_1 | 2 | 2 |
| dfxtp_1 | 2 | 2 |
Power is estimated from default activity; no workload was simulated.
