==> design.v <==
`timescale 1ns / 1ps
module USCNT(
    input clk,
    output [7:0] cnt_val,
    input rst
    );
reg [6:0] us;
reg [7:0] cnt;
always @(posedge clk)
begin
    if (rst)
    begin
        us <= 7'b0;
        cnt <= 8'b0;
    end
    else
    begin
        if (us == 7'd100)
        begin
            us <= 7'b0;
            cnt <= cnt + 7'b1;
        end
        else us <= us + 1'b1;
    end
end
assign cnt_val = cnt;
endmodule
==> run.sh <==
#!/bin/bash
# OpenROAD 26Q1-2900-gdf79404cd8, Yosys 0.63+post, stock flow scripts
make -C /OpenROAD-flow-scripts/flow DESIGN_CONFIG=/design/flow/config.mk WORK_HOME=/design/flow/orfs finish
==> config.mk <==
export PLATFORM = sky130hd
export DESIGN_NAME = USCNT
export DESIGN_NICKNAME = USCNT
export VERILOG_FILES = /design/flow/design.v
export SDC_FILE = /design/flow/constraint.sdc
export NUM_CORES = 4
export LEC_CHECK = 1
export CORE_AREA = 10 10 70 70
export DIE_AREA = 0 0 80 80
==> constraint.sdc <==
current_design USCNT

set clk_period 1.9
set clk_io_pct 0.2

create_clock -name clk0 -period $clk_period [get_ports {clk}]

set non_clock_inputs [all_inputs -no_clocks]
set_input_delay [expr $clk_period * $clk_io_pct] -clock clk0 $non_clock_inputs
set_output_delay [expr $clk_period * $clk_io_pct] -clock clk0 [all_outputs]
==> flow_metrics.env <==
# source this file to load flow results
export IMPL_outcome="finished, final reports clean"
export IMPL_post_cts_setup_buffers=0
export IMPL_final_cell_mix="sky130_fd_sc_hd__dfxtp_1, sky130_fd_sc_hd__clkdlybuf4s50_1, sky130_fd_sc_hd__nor2_1, sky130_fd_sc_hd__a21oi_1"
export IMPL_initial_utilization=0.2040
export IMPL_dominantRegCellSynth="sky130_fd_sc_hd__dfxtp_1"
export IMPL_grt_setup_unrepaired="no"
export IMPL_globalRouteTotalUtil=0.04656
export IMPL_post_synth_cell_area_avg_um2=8.935
export IMPL_post_route_cells_drive_above_1_share=0.07778
export IMPL_synth_cell_area_um2=696.9
export IMPL_num_vias=581
export IMPL_clock_latency_late_pin_ns=0.28
export IMPL_drt_pass1_iterations=4
export IMPL_finish_cell_count_without_fillers=136
export IMPL_buffer_levels_on_the_longest_clock_path=2
export IMPL_powerDensity_nw_per_um2=617.8
export IMPL_crit_path_max_fanout=7
export IMPL_cts_inserted_buffers=3
export IMPL_wl_met3_um=132
export IMPL_finalHoldViolations=0
export IMPL_via_cell_ratio=4.272
export IMPL_max_vdd_ir_drop_v=0.0001694
export IMPL_reg2reg_setup_slack_ns=0.31
export IMPL_synth_seq_area_share=0.4309
export IMPL_topRoutingLayerUsed="met4"
export IMPL_clock_tree_htree_level_count=1
export IMPL_combGateArea_um2=362.8
export IMPL_drt_first_iter_violations=24
export IMPL_floorplan_die_width_um=80
export IMPL_dpl_hpwl_um=1037
export IMPL_route_antenna_remaining_nets=0
export IMPL_cts_resized_gates=0
export IMPL_syn2layout_area_growth_pct=23.88
export IMPL_seqCellArea_um2=300.3
export IMPL_worst_clock_skew_ns=0.009580
export IMPL_final_core_util=0.2527
export IMPL_post_drt_wl_per_cell_um=10.11
export IMPL_drv_cap=0
export IMPL_clock_fmax_ghz=0.6204
export IMPL_wl_um=1375
export IMPL_warnings_synthesis=1
export IMPL_cp_cell_sequence="clkdlybuf4s50_1"
export IMPL_netlist_top_cell_by_area="sky130_fd_sc_hd__dfxtp_1"
export IMPL_cts_hold_repair_buffers=0
export IMPL_required_ns=1.52
export IMPL_mostFrequentLayoutCell="sky130_fd_sc_hd__dfxtp_1"
export IMPL_period_needed_ns=1.612
export IMPL_worst_r2r_endpoint="cnt[7]$_SDFFE_PP0N_"
export IMPL_route_antenna_diode_count=0
export IMPL_max_slew_violation_total_from_the_final_report=0
export IMPL_detail_route_wirelength_met1_um=599
export IMPL_worstReg2RegStart="us[0]$_SDFF_PP0_"
export IMPL_clk_pin_slew_ns=0.09
export IMPL_worst_path_max_delay_cell="sky130_fd_sc_hd__clkdlybuf4s50_1"
export IMPL_cp_end_kind="output pin"
export IMPL_leakage_power_summed_over_all_cells_nw=0.2696
export IMPL_row_count=21
export IMPL_async_reset_ff_frac=0
export IMPL_maxSlewHeadroom=0.6594
export IMPL_worst_r2r_path_depth=5
export IMPL_met2WireLength_um=628
export IMPL_finalCritPeriodShare=0.8484
export IMPL_synth_cell_types=22
export IMPL_die_h_um=80
export IMPL_crit_path_max_incr_delay_ns=0.51
export IMPL_hold_depth=1
export IMPL_worstMarginPinSlew_ns=0.5099
export IMPL_grt_antenna_before_repair=0
export IMPL_synth_seq_cells=15
export IMPL_grt_max_degree=16
export IMPL_setup_total_negative_slack_ns=0
export IMPL_timing_critical_path_depth=1
export IMPL_critical_path_top_delay_family="buffers and inverters"
export IMPL_clock_sink_count=15
export IMPL_data_arrival_critical_path_ns=1.23
export IMPL_chip_area_um2=6400
export IMPL_gpl_final_weighted_congestion=0.7642
export IMPL_placed_cells_incl_taps=132
export IMPL_min_delay_path_class="register to register"
export IMPL_design_portCount=10
export IMPL_globalRoute_totalOverflow=0
export IMPL_grt_first_pass_wirelength_um=2449
export IMPL_yosys_stat_area_um2=696.9
export IMPL_remaining_drc_errors=0
export IMPL_timing_critical_path_from_type="register"
export IMPL_setup_worst_path_end="cnt_val[2]"
export IMPL_critPathKind="register to output pin"
export IMPL_clock_tree_from_tritoncts="built"
export IMPL_placeableCoreArea_um2=3416
export IMPL_timing_critical_path_buf_inv=1
export IMPL_enable_flop_cells=0
export IMPL_cts_root_buf="sky130_fd_sc_hd__clkbuf_4"
export IMPL_area_leader_share=0.4309
export IMPL_buffer_ports_inserted=9
export IMPL_top_cells_by_area="sky130_fd_sc_hd__dfxtp_1, sky130_fd_sc_hd__a21oi_1, sky130_fd_sc_hd__ha_1"
export IMPL_yosys_stat_cells=78
export IMPL_syn_inst=78
export IMPL_n_fill_cell=372
export IMPL_worstSetupStartpoint="cnt[2]$_SDFFE_PP0N_"
export IMPL_finalSetupViolCount=0
export IMPL_warnings=26
export IMPL_first_global_vias=547
## kinds of logic (layout without fill, tap and decap cells)
kind of cell | after synthesis | after routing | share of synthesized area
adders and majority gates | 3 | 3 | 0.05387
AOI/OAI and AO/OA | 17 | 17 | 0.1364
and+or+nand+nor | 31 | 31 | 0.2603
xor gates and xnor gates | 3 | 3 | 0.03771
muxes | 2 | 2 | 0.03231
DFF | 15 | 15 | 0.4309
buffers and inverters | 7 | 19 | 0.04847
## registers in the layout, summed over array words and instances, names as in the netlist
register,cells
cnt,8
us,7
## routing by layer
layer | up-vias | global-route usage
met2 | 11 | 0.07063
li1 | 303 | -
met1 | 265 | 0.05959
met3 | 2 | 0.02500
met4 | 0 | 0.003521
met5 | - | 0
## cells in the mapped netlist, types with 2 or more instances
cell type	count
sky130_fd_sc_hd__a21oi_1	8
sky130_fd_sc_hd__nand4_1	2
sky130_fd_sc_hd__xor2_1	2
sky130_fd_sc_hd__nand3_1	5
sky130_fd_sc_hd__nand2_1	4
sky130_fd_sc_hd__or4_1	3
sky130_fd_sc_hd__ha_1	3
sky130_fd_sc_hd__mux2_2	2
sky130_fd_sc_hd__o21ai_0	5
sky130_fd_sc_hd__nor2_1	8
sky130_fd_sc_hd__o31ai_1	3
sky130_fd_sc_hd__dfxtp_1	15
sky130_fd_sc_hd__inv_1	5
sky130_fd_sc_hd__or3_1	5
## how the worst min path moves through the flow
stage,startpoint,to,slack [ns]
4_1_cts,us[0]$_SDFF_PP0_,us[0]$_SDFF_PP0_,0.48
5_1_grt,us[0]$_SDFF_PP0_,us[0]$_SDFF_PP0_,0.51
6_report,us[0]$_SDFF_PP0_,us[0]$_SDFF_PP0_,0.47
## per-stage QoR
stage	total power, W	hold WS, ns	setup WS [ns]	area (um^2)
after CTS	0.0005426	0.4773	0.2620	863.3
after global placement	0.0003603	0.4448	0.3401	837.1
after global routing	0.0005681	0.5145	0.1430	863.3
final	0.0005334	0.4699	0.2880	863.3
after detailed placement	0.0003620	0.4579	0.3039	837.1
after floorplan	0.0003548	0.4297	0.4664	696.9
## layout make-up
cell class / count / share of cell area
Sequential cell: 15 / 0.3478
Multi-Input combinational cell: 56 / 0.4203
Tap cell: 46 / 0.06667
Clock buffer: 4 / 0.03043
Inverter: 5 / 0.02174
Timing Repair Buffer: 10 / 0.1130
## power by group
part / total, W / internal (W) / switching, W
combinational: 0.0000292 / 0.0000127 / 0.0000165
clock: 0.000179 / 0.0000814 / 0.0000976
sequential: 0.000325 / 0.000320 / 0.00000558
Power figures rest on the tool's default switching activity, not on a simulated workload.
